==> flow/design.v <==
module cmp1(
    input   wire        a,
    input   wire        b,
    input   wire        fi_big,
    input   wire        fi_equal,
    input   wire        fi_small,
    output      reg         fo_big,
    output      reg         fo_equal,
    output      reg         fo_small
);
    always@(*) begin
        if(fi_big == 1'b1)begin
                fo_big  = 1'b1;
                fo_equal    = 1'b0;
                fo_small = 1'b0;
            end
        else if(fi_equal == 1'b1)begin
                fo_big  = a&~b | fi_big;
                fo_equal = (~a&~b) | (a&b);
                fo_small = ~a&b;   
            end
        else if(fi_small == 1'b1)begin
                fo_big  = 1'b0;
                fo_equal    = 1'b0;
                fo_small = 1'b1;
            end
        else
            begin
                fo_big  = 1'b0;
                fo_equal    = 1'b1;
                fo_small = 1'b0;
            end
    end
endmodule
module cmp2(
    input   wire    [1:0]   a,
    input   wire    [1:0]   b,
    input   wire                fi_big,
    input   wire                fi_equal,
    input   wire                fi_small,
    output      wire                fo_big,
    output      wire                fo_equal,
    output      wire                fo_small
);
    wire         fo_big_temp;
    wire         fo_equal_temp;
    wire         fo_small_temp;
        cmp1    cmp1_inst1(
            .a              (a[1]),
            .b              (b[1]),
            .fi_big     (fi_big),  
            .fi_equal   (fi_equal),
            .fi_small   (fi_small),
            .fo_big     (fo_big_temp), 
            .fo_equal   (fo_equal_temp),   
            .fo_small   (fo_small_temp)
        );
        cmp1    cmp1_inst2(
            .a              (a[0]),
            .b              (b[0]),
            .fi_big     (fo_big_temp), 
            .fi_equal   (fo_equal_temp),   
            .fi_small   (fo_small_temp),
            .fo_big     (fo_big),  
            .fo_equal   (fo_equal),
            .fo_small   (fo_small)
        ); 
endmodule
module cmp4(
    input   wire    [3:0]   a,
    input   wire    [3:0]   b,
    input   wire                fi_big,
    input   wire                fi_equal,
    input   wire                fi_small,
    output      wire                fo_big,
    output      wire                fo_equal,
    output      wire                fo_small
);
    wire         fo_big_temp;
    wire         fo_equal_temp;
    wire         fo_small_temp;
        cmp2    cmp2_inst1(
            .a              (a[3:2]),
            .b              (b[3:2]),
            .fi_big     (fi_big),  
            .fi_equal   (fi_equal),
            .fi_small   (fi_small),
            .fo_big     (fo_big_temp), 
            .fo_equal   (fo_equal_temp),   
            .fo_small   (fo_small_temp)
        );
        cmp2    cmp2_inst2(
            .a              (a[1:0]),
            .b              (b[1:0]),
            .fi_big     (fo_big_temp), 
            .fi_equal   (fo_equal_temp),   
            .fi_small   (fo_small_temp),
            .fo_big     (fo_big),  
            .fo_equal   (fo_equal),
            .fo_small   (fo_small)
        ); 
endmodule
module cmp8(
    input   wire    [7:0]   a,
    input   wire    [7:0]   b,
    input   wire                fi_big,
    input   wire                fi_equal,
    input   wire                fi_small,
    output      wire                fo_big,
    output      wire                fo_equal,
    output      wire                fo_small
);
    wire         fo_big_temp;
    wire         fo_equal_temp;
    wire         fo_small_temp;
        cmp4    cmp4_inst1(
            .a              (a[7:4]),
            .b              (b[7:4]),
            .fi_big     (fi_big),  
            .fi_equal   (fi_equal),
            .fi_small   (fi_small),
            .fo_big     (fo_big_temp), 
            .fo_equal   (fo_equal_temp),   
            .fo_small   (fo_small_temp)
        );
        cmp4    cmp4_inst2(
            .a              (a[3:0]),
            .b              (b[3:0]),
            .fi_big     (fo_big_temp), 
            .fi_equal   (fo_equal_temp),   
            .fi_small   (fo_small_temp),
            .fo_big     (fo_big),  
            .fo_equal   (fo_equal),
            .fo_small   (fo_small)
        ); 
endmodule
==> flow/run.sh <==
#!/bin/bash
# OpenROAD 26Q1-2900-gdf79404cd8, Yosys 0.63+post, stock flow scripts
make -C /OpenROAD-flow-scripts/flow DESIGN_CONFIG=/design/flow/config.mk WORK_HOME=/design/flow/orfs finish
==> flow/config.mk <==
export PLATFORM = sky130hd
export DESIGN_NAME = cmp8
export DESIGN_NICKNAME = cmp8
export VERILOG_FILES = /design/flow/design.v
export SDC_FILE = /design/flow/constraint.sdc
export NUM_CORES = 4
export LEC_CHECK = 1
export CORE_AREA = 10 10 70 70
export DIE_AREA = 0 0 80 80
==> flow/constraint.sdc <==
current_design cmp8

set clk_period 3.1
set clk_io_pct 0.2

create_clock -name clk0 -period $clk_period

set non_clock_inputs [all_inputs -no_clocks]
set_input_delay [expr $clk_period * $clk_io_pct] -clock clk0 $non_clock_inputs
set_output_delay [expr $clk_period * $clk_io_pct] -clock clk0 [all_outputs]
==> flow_metrics.tcl <==
# implementation run metrics
set metrics [dict create \
    n_clock_buffer 0 \
    overflow 0 \
    synthCells 84 \
    antenna_found_initial 0 \
    place_congestion 0.829 \
    flop_area_um2 0 \
    hp-class "input port to primary output" \
    yosysTopAreaCellShare_pct 29.3 \
    dr.max_layer_used "met3" \
    slew_headroom_pct 71.7 \
    drt_iter0_drc 22 \
    wl_met1_um 981 \
    seq_cells 0 \
    fmax_mhz 294 \
    switching_power_mw 0.0945 \
    syn-mean-instance-area_um2 8.13 \
    grt_max_degree 8 \
    start_kind "input port" \
    dp.cells 166 \
    run_status "finished, violations left" \
    holdPathStages 5 \
    warning_count 42 \
    syn_area_um2 683 \
    fp-utilization_pct 20.0 \
    fill_cells 330 \
    worst_setup_path_end_kind "primary output" \
    crit_required_ps 2480 \
    hold_violations 0 \
    antennaDiodeCount 0 \
    min_period_ps 3410 \
    fp-row-count 21 \
    seqPwrFrac_pct 0 \
    wl_mm 1.92 \
    top_cells_by_area "ha_1 (29%), inv_1 (11%), nor4b_4 (3.5%)" \
    ys_cells 84 \
    synth_top_cell_by_area "ha_1" \
    drive_gt1_share_pct 50.4 \
    p_per_area_mw_per_mm2 164 \
    hpwl_mm 1.47 \
    cap_violations 0 \
    p_int_mw 0.124 \
    global_route.usage.total_pct 5.87 \
    setup_ws_ps -306 \
    io_pins 22 \
    worst_pin_slew_ps 424 \
    power.leakage_nw 0.620 \
    power.total_mw 0.219 \
    grt_pass1_wl_mm 3.30 \
    coreArea_mm2 0.00342 \
    logic_area_um2 801 \
    p_sw_share_pct 43.2 \
    io_buffer_count 22 \
    crit_type "input port to primary output" \
    arrival_ps 2790 \
    clkPwrFrac_pct 0 \
    die_y_um 80 \
    ys_types 41 \
    wl_met2_um 888 \
    peakVddDrop_mv 0.0458 \
    crit_path_max_fanout 4 \
    routed-wl-met3_um 52 \
    syn_to_final_growth_pct 94.7 \
    dr.pass1.iters 3 \
    ys_seq_share_pct 0 \
    ys_area_um2 683 \
    drv_slew 0 \
    die_x_um 80 \
    first_global_vias 779 \
    setup_viol 3 \
    vias 737 \
    post-route-period-util_pct 110 \
    avgViaCountPerCell 4.21 \
    die_area_mm2 0.00640 \
    comb_power_share_pct 100.0 \
    final_cells 175 \
    violations "negative setup slack" \
    ys.warnings.count 1 \
    drc 0 \
    wl_per_cell_um 11.0 \
    drtAntennaViolNets 0 \
    rsz0062_at_grt "true" \
]
kinds of logic after synthesis:
| family | count (synthesis) | share of synthesized area [%] |
|---|---|---|
| compound gates | 22 | 30.6 |
| simple gates | 22 | 23.8 |
| mux | 3 | 4.58 |
| buf+inv | 21 | 11.7 |
| fa+ha+maj | 16 | 29.3 |
cell usage in the layout, fill, tap and decap left out, types with 2 or more instances in the layout:
cell type | Yosys | final
buf_6 | 0 | 6
buf_2 | 1 | 5
nor2_1 | 4 | 3
ha_4 | 0 | 4
mux2i_1 | 2 | 2
inv_2 | 0 | 2
o21a_1 | 2 | 2
clkdlybuf4s50_1 | 0 | 8
dlygate4sd2_1 | 0 | 6
inv_1 | 20 | 17
nor3_2 | 1 | 3
ha_1 | 16 | 12
nand2_1 | 2 | 2
buf_4 | 0 | 19
area by class of cell:
class	count	area share (%)
multi-input combinational	63	60.2
timing repair buffer	46	29.6
inverter	20	5.83
tap	46	4.33
worst max-delay path: stages:
cell	delay, ps
buf_6	100
ha_4	240
buf_6	120
and4b_4	240
o311ai_4	240
nand3_2	150
a31o_1	230
a211o_1	330
o21a_1	200
o211a_1	210
buf_2	110
worst paths after layout:
kind / startpoint / end / slack, ps
worst min-delay path: a[0] / fo_big / 2100
worst max-delay path: b[7] / fo_equal / -310
metal layers:
layer	up-vias	track usage (%)
li1	395	-
met1	334	8.32
met2	8	9.87
met3	0	0.568
met4	0	0
met5	-	0
Yosys cell counts (all sizes together):
cell type	instances
and3b	1
a211o	1
nand4	1
and2b	1
buf	1
o31ai	2
o211a	1
nand2	2
ha	16
o311ai	1
o21ai	2
nor4b	1
mux2	1
o21bai	1
inv	20
nor3b	1
nor2	4
a2bb2o	1
o32ai	1
mux2i	2
a211oi	1
nor3	5
and2	1
a21oi	1
nor2b	1
o21a	2
or4	1
a21o	2
nand3	1
a32oi	1
a221oi	1
a31o	2
o22ai	1
and4b	2
a31oi	1
metrics by stage:
| stage | setup TNS [ps] | setup WS [ps] | utilization (%) | hold WS [ps] | instance area (um2) |
|---|---|---|---|---|---|
| 2_1_floorplan | 0 | 7.44 | - | 1490 | 696 |
| 3_3_place_gp | -3030 | -1020 | 31.6 | 2390 | 1080 |
| 3_5_place_dp | -3120 | -1060 | 31.6 | 2400 | 1080 |
| 4_1_cts | -942 | -333 | 38.5 | 2100 | 1310 |
| 5_1_grt | -1140 | -398 | 38.9 | 2150 | 1330 |
| 6_report | -851 | -306 | 38.9 | 2100 | 1330 |
power by group through the flow:
stage / clock [mW] / combinational, mW / sequential, mW
5_1_grt: 0 / 0.237 / 0
4_1_cts: 0 / 0.212 / 0
6_report: 0 / 0.219 / 0
what timing repair did:
item,in CTS,in global routing
pin swaps,25,8
buffers inserted,11,0
resized,72,3
endpoints found under the setup margin,3,3
hold buffers,0,0
Power is estimated from default activity; no workload was simulated.
